File: design/flow/config.mk
export PLATFORM = sky130hd
export DESIGN_NAME = PiscaLed
export DESIGN_NICKNAME = PiscaLed
export VERILOG_FILES = /design/flow/design.v
export SDC_FILE = /design/flow/constraint.sdc
export NUM_CORES = 4
export LEC_CHECK = 1
export CORE_AREA = 10 10 108 108
export DIE_AREA = 0 0 118 118
File: design/flow/run.sh
#!/bin/bash
# OpenROAD 26Q1-2900-gdf79404cd8, Yosys 0.63+post, stock flow scripts
make -C /OpenROAD-flow-scripts/flow DESIGN_CONFIG=/design/flow/config.mk WORK_HOME=/design/flow/orfs finish
File: design/flow/design.v
module PiscaLed (
	input CLOCK_50,
	output [1:0] LEDG
);
	reg [32:0] counter;
	reg state;
	assign LEDG[0] = state;
	assign LEDG[1] = state;
	always @ (posedge CLOCK_50) begin
    	counter <= counter + 1;
		if(counter == 100000000) begin
			state <= ~state;
			counter <= 0;
		end
	end
endmodule
File: design/flow/constraint.sdc
current_design PiscaLed

set clk_period 5.5
set clk_io_pct 0.2

create_clock -name clk0 -period $clk_period [get_ports {CLOCK_50}]

set non_clock_inputs [all_inputs -no_clocks]
set_input_delay [expr $clk_period * $clk_io_pct] -clock clk0 $non_clock_inputs
set_output_delay [expr $clk_period * $clk_io_pct] -clock clk0 [all_outputs]
==> run summary <==
Drt via density -> 4.026
Overflow after GRT -> 0
Cell row count -> 35
HP Class -> reg2reg
Syn avg cell area -> 9.026 um2
CTS Buf Count -> 5
Cell with the biggest individual delay on the critical path -> clkdlybuf4s50_1
I/O Buffers -> 2
Worst Setup SP -> state
Drt first-iter violations -> 68
Status -> complete, no violations
Vias in the first global route -> 1,077
CTS tree -> done
Synth Area in Compound Gates -> 0.08178
Worst setup margin -> 3.274 ns
Post-route setup TNS -> 0 ns
GP Congestion -> 0.8381
# Max-Cap Violations -> 0
Crit path largest cell delay -> 0.47 ns
Adder Share, Synth -> 0.01558
Ys cells -> 178
Critical Path Stages -> 1
Synth top cells by count -> 33 x dfxtp_1, 16 x xnor2_1, 14 x nand4_1, 10 x nand2_1, 9 x nand3_1
Via count -> 1,248
MUX share of area -> 0
End of the critical path -> LEDG[0]
Global-route wire length before repair -> 5.395 mm
Cycle use final -> 0.4048
Critical path type -> reg2out
Clk slew on worst S/H paths -> 0.07 ns
Post-synth top area share -> 0.4112
RSZ-0062 raised after global routing -> no
Initial antenna violation count -> 0
Xor/xnor share of the synthesized area -> 0.1145
Clock Skews -> 0.003853 ns
CP required -> 4.40 ns
YS warnings -> 1
Worst r2r src -> counter[0]
# DRC -> 0
Post-CTS Hold Buffers -> 0
Top_reg_cell synth -> dfxtp_1
Crit path DAT -> 1.13 ns
Achievable frequency -> 0.4492 GHz
Final setup vio count -> 0
Chip area -> 0.01392 mm2
Share of cells above drive strength 1 -> 0.09945
Pin count of the biggest net entering global routing -> 12
Final Slew Violations -> 0
Post-synth top area cell -> dfxtp_1
Worst hold path depth -> 1
CTS root buffer -> clkbuf_8
Yosys simple share -> 0.3146
CP startpoint kind -> flop
Final wirelength -> 3.163 mm
Worst slew pin tran -> 0.5874 ns
WL/cell -> 10.20 um
CTS Sinks -> 34
PD cells -> 233.6 mW/mm2
Worst R2R Path Depth -> 5
ANT nets after route -> 0
Min Tclk post-route -> 2.226 ns
Worst setup EP type -> primary output
Tool warnings -> 26
Num ports -> 3
Netlist Area Pre-Place -> 0.001607 mm2
Comb area leader -> simple AND/OR/NAND/NOR gates
CP delay by family, top -> buffers and inverters
Yosys Chip Area -> 0.001607 mm2
Flops after synth -> 34
Pre-CTS setup slack -> 3.355 ns
CTS resizes -> 0
CP cell instances -> clkdlybuf4s50_1
R2R setup slack -> 3.33 ns
Peak supply drop -> 78.85 uV
Cell count after synthesis -> 178
Initial Util -> 0.1730
Count leader, synth -> dfxtp_1
WP buf/inv -> 1
Post-DP HPWL -> 2.287 mm
Synth Seq Share -> 0.4299
Final Hold Vio Count -> 0
Ant. Diodes -> 0
Netlist cell types -> 36
Synth area leaders -> dfxtp_1 41%, xnor2_1 8.7%, nand4_1 5.5%, and4_1 3.8%, nand3_1 2.8%
Reg2reg end -> counter[22]
H-tree Lvls -> 2
Worst-Skew Late Latency -> 0.28 ns
Asr flop ratio synth -> 0
Area delta synth->final -> 15.34%
Clock Tree Buf Depth -> 2
Overall Global Routing Usage -> 0.04573
EDFF count, synth -> 1
Crit path max fanout -> 3
Die Y -> 118 um
Post-CTS Setup Bufs -> 0
Rel. slew slack -> 0.6048
Die W -> 118 um
Leakage power -> 0.0005962 uW
Pre-antenna DRT Iters -> 4
Core ar. -> 0.009284 mm2
==> logic make-up after synthesis <==
kind of cell | count (synthesis)
xor gates and xnor gates | 21
and+or+nand+nor | 83
buffers and inverters | 16
adders and majority gates | 2
AOI/OAI and AO/OA | 22
DFF | 34
==> worst register-to-register path, stage by stage, from the launching register on <==
cell,delay [ns]
dfxtp_1,0.39
ha_1,0.22
nand3_1,0.16
or4_1,0.68
or4_4,0.54
a21oi_2,0.13
==> where the power goes <==
| part | switching (uW) | internal, uW | leakage [uW] |
|---|---|---|---|
| registers | 0 | 247 | 0.000277 |
| clock network | 84.9 | 101 | 0.0000482 |
| logic | 0 | 0 | 0.000271 |
| total | 84.9 | 348 | 0.000596 |
==> cell usage in the layout, fill, tap and decap left out, types with 2 or more instances in the layout <==
cell	Yosys	final
ha_1	2	2
and4_1	7	7
nand4_1	14	14
xnor2_1	16	16
nor3_1	5	5
xor2_1	5	5
o21ai_0	7	7
nor4b_1	3	3
nor4_1	5	4
and4_2	2	2
nor2_1	8	8
dfxtp_1	33	33
o31ai_1	3	3
a21oi_1	7	7
or3_1	3	3
clkbuf_8	0	6
or2_2	2	2
clkdlybuf4s50_1	0	2
and2_1	5	5
inv_1	8	8
and3_1	3	3
a31oi_1	2	2
nand3_1	9	9
nand2_1	10	10
==> flip-flops by register name, indices dropped and copies added (netlist names) <==
| name | count |
|---|---|
| counter | 33 |
| state | 1 |
==> how the worst min path moves through the flow <==
stage,startpoint,endpoint,slack [ns]
final,counter[32],counter[32],0.47
after CTS,counter[32],counter[32],0.47
after global routing,counter[0],counter[0],0.51
==> through the flow <==
step                utilization  cell area, um2  total power [uW]  cells  hold WS (ns)
floorplan                     -            1607             252.7    178        0.4347
global placement         0.1898            1762             252.7    302        0.4504
detailed placement       0.1898            1762             252.7    302        0.4573
CTS                      0.1996            1853             440.9    310        0.4719
global route             0.1996            1853             453.5    310        0.5112
finish                   0.1996            1853             432.9    310        0.4680
==> final cells by class <==
type	count	area (um2)
inverter	8	30.03
clock inverter	1	5.005
sequential	34	690.7
timing repair buffer	3	27.53
clock buffer	7	86.33
fill	1036	7431
multi-input combinational	128	852.1
tap	129	161.4
==> routing by layer <==
| metal | GRT usage | part of all wire |
|---|---|---|
| met2 | 0.06434 | 0.42 |
| met4 | 0.005410 | 0.014 |
| met5 | 0 | 0 |
| met3 | 0.01458 | 0.046 |
| met1 | 0.06822 | 0.52 |
Power and IR drop assume default switching activity.
