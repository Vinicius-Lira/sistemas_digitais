[/design/flow/design.v]
module VGA(
	input CLOCK_50,
	output [3:0] VGA_R,
	output [3:0] VGA_G,
	output [3:0] VGA_B,
   output [3:0] LEDG,
	output VGA_HS,
	output VGA_VS);
reg [30:0] h_count = 0;
reg [30:0] v_count = 0;
reg [3:0] R;
reg [3:0] G;
reg [3:0] B;
assign LEDG = 4'hA;
assign VGA_HS = ~(h_count < 190);
assign VGA_VS = ~(v_count < 2);
wire [12:0] x;
wire [12:0] y;
assign x = h_count - 285;
assign y = v_count - 35;
wire q = (x >= 0) & (x < 1300) & (y >= 0) & (y < 505);
reg [11:0] P1X = 190;
reg [11:0] P1Y = 130;
reg [11:0] P2X = 480;
reg [11:0] P2Y = 255;
reg [11:0] P3X = 280;
reg [11:0] P3Y = 355;
reg [11:0] PTX;
reg [11:0] PTY;
assign PTX = x;
assign PTY = y;
wire InTriangle;
PointInTriangle pt( P1X, P1Y, P2X, P2Y, P3X, P3Y, PTX, PTY, InTriangle);
wire visible;
assign visible = (v_count > 35) & (v_count < 515) & (h_count > 285) & (h_count < 925);
assign VGA_R = InTriangle ? R : 0;
assign VGA_G = InTriangle ? G : 0;
assign VGA_B = InTriangle ? B : 0;
always @(posedge CLOCK_50) begin
	if(h_count == 1585) begin
    	h_count <= 0;
    	if(v_count == 525) begin
        	v_count <= 0;
    	end
    	else begin
        	v_count <= v_count + 1;
    	end
	end
	else begin
    	h_count <= h_count + 1;
	end
end
always@(posedge InTriangle) begin
    if(visible) begin
		if(InTriangle) begin
			R <= 4'hf;
			G <= 4'h0;
			B <= 4'h0;
		end
		else begin
			R <= 4'hf;
			G <= 4'hf;
			B <= 4'hf;
		end
	end
end
endmodule
module sing(
    input [11:0] PTX,
    input [11:0] PTY,
    input [11:0] P1X,
    input [11:0] P1Y,
    input [11:0] P2X,
    input [11:0] P2Y,
    output sin
);
    wire signed [11:0] Sub1;
    wire signed [11:0] Sub2;
    wire signed [11:0] Sub3;
    wire signed [11:0] Sub4;
    wire signed [22:0] Sub5;
    wire signed [22:0] Mult1;
    wire signed [22:0] Mult2;
    assign Sub1 = PTX - P2X;
    assign Sub2 = P1Y - P2Y;
    assign Sub3 = P1X - P2X;
    assign Sub4 = PTY - P2Y;
    assign Mult1 = Sub1 * Sub2;
    assign Mult2 = Sub3 * Sub4;
    assign Sub5 = Mult1 - Mult2;
    assign sin = (Sub5 >= 0) ? 1 : 0;
endmodule
module PointInTriangle(
    input [11:0] P1X,
    input [11:0] P1Y,
    input [11:0] P2X,
    input [11:0] P2Y,
    input [11:0] P3X,
    input [11:0] P3Y,
    input [11:0] PTX,
    input [11:0] PTY,
    output inTriangle
);
    wire sin1;
    wire sin2;
    wire sin3;
    sing S1(PTX, PTY, P1X, P1Y, P2X, P2Y, sin1);
    sing S2(PTX, PTY, P2X, P2Y, P3X, P3Y, sin2);
    sing S3(PTX, PTY, P3X, P3Y, P1X, P1Y, sin3);
    assign inTriangle = (sin1 == sin2 && sin2 == sin3) ? 1 : 0;
endmodule
[/design/flow/run.sh]
#!/bin/bash
# OpenROAD 26Q1-2900-gdf79404cd8, Yosys 0.63+post, stock flow scripts
make -C /OpenROAD-flow-scripts/flow DESIGN_CONFIG=/design/flow/config.mk WORK_HOME=/design/flow/orfs finish
[/design/flow/config.mk]
export PLATFORM = sky130hd
export DESIGN_NAME = VGA
export DESIGN_NICKNAME = VGA
export VERILOG_FILES = /design/flow/design.v
export SDC_FILE = /design/flow/constraint.sdc
export NUM_CORES = 4
export LEC_CHECK = 1
export CORE_UTILIZATION = 40
[/design/flow/constraint.sdc]
current_design VGA

set clk_period 23.1
set clk_io_pct 0.2

create_clock -name clk0 -period $clk_period [get_ports {CLOCK_50}]

set non_clock_inputs [all_inputs -no_clocks]
set_input_delay [expr $clk_period * $clk_io_pct] -clock clk0 $non_clock_inputs
set_output_delay [expr $clk_period * $clk_io_pct] -clock clk0 [all_outputs]
==> out/metrics.cfg <==
[floorplanning]
core_region_area_um2=40000
rows=73
ios=19
die_area_um2=41600
die_y_um=204
die_w_um=204
fp_util=0.408

[cts]
cts_resized=0
cts_hold_buf=0
clockRootBuffer=clkbuf_16
cts_tree=yes
clkTransAtPathRegs_ns=0.05
htree_levels=3
cts_setup_buffers=0
clkLatencyLatePin_ns=0.32
max-clock-path-buffers=2
numCtsBuffers=9

[worst_setup_path]
crit_fanout=21
timing.rr.end=v_count[28]$_SDFFCE_PN0N_
cp.arrival_ns=12.32
critical-path-slowest-cell=ha_1
worstSetupStartpointType=flip-flop
path_delay_family=adder cells
reg2reg_slack_ns=19.73
reg2reg_depth=9
worst-path-buf-inv=6
required_ns=18.48
cpMostUsedCell=ha_1
cp-end-kind=output port
reg2reg_from=v_count[1]$_SDFFCE_PN0N_
crit_start=v_count[1]$_SDFFCE_PN0N_
crit_type=flip-flop to output port
cp_slowest_stage_delay_ns=0.71

[placement]
place_congestion=0.936
hpwlAfterDp_mm=26.9
place_area_um2=17100
place_ws_ns=6.47
port_buffers=14

[timing]
finalCriticalPeriod_ns=16.94
finalSetupViolCount=0
tns_ns=0
whs_ns=0.468
hold_violations=0
final.setup_skew_ns=0.00694
fin_crit_sh=0.733
slew_headroom=0.408
drv_slew=0
fmax_mhz=59.0
untimed_endpoints=2
worstMarginPinSlew_ns=0.885
unclocked_regs=1
setup_ws_ns=6.16
rsz0062_at_grt=no

[grt]
track_usage=0.158
busiest_layer=met1
grt_pass1_wl_mm=52.0
met1_usage=0.247
antenna_found_initial=0
grt_use_met3=0.0246
grt_pass1_vias=10900
grt_max_degree=37
gr-total-overflow=0
grt.met2_usage=0.245

[layout]
lay_top_count=inv_1
mostFrequentLayoutCells=inv_1, ha_1, fa_1, xnor2_1, nand2_1
stdcell_area_um2=17400
drive_gt1_frac=0.0327
fin_util=0.434
syn2layout_area_growth_pct=6.45

[power_and_ir_drop]
switchingPower_uw=44.5
seq_power_share=0.464
irDropWorstVdd_mv=0.0537
internal-power_uw=202
switching_share=0.180
leakagePower_uw=0.00917
powerDensity_nw_per_um2=14.2
pwr-share-comb=0
pwr-share-clk=0.536

[logic_synthesis]
mux_area_frac=0.00606
ys_sh_simple=0.0963
ys_top_logic_family=adder cells
synth_flops=63
synth_cell_types=78
avgSynthCellArea_um2=9.11
yosys_cells=1791
ys_seq_share=0.0970
synth-main-ff-cell=edfxtp_1
yosysWarnings=3
edf_count=32
ys_sh_aoi=0.0801
async_flop_share=0
postSynthCellCount=1791
ys_area_um2=16300
adder_share=0.493
synth_area_um2=16300
xor_area_frac=0.116

[worst_hold_path]
min_to=h_count[30]$_SDFF_PN0_
min-delay-start=h_count[30]$_SDFF_PN0_
holdPathStages=1
hold_class=flip-flop to flip-flop

[job]
openroad.warnings=67
maxCapViolCount=0

[routing]
drtIter0Drc=390
dr.pass1.iters=4
antennaDiodeCount=0
via_per_inst=4.82
drc_errors=0
totalWireLength_mm=30.2
postRouteAntennaNets=0
wl_per_cell_um=13.0
vias=11200

[outcome]
status=finished clean

final cells by class:
cell class,instances,area (um^2)
Clock buffer,14,295
Timing Repair Buffer,36,305
Fill cell,3800,22600
Sequential cell,63,1580
Clock inverter,2,11.3
Multi-Input combinational cell,1272,12900
Tap cell,525,657
Inverter,418,1570
power groups by stage:
| stage | clock [uW] | sequential (uW) | combinational [uW] |
|---|---|---|---|
| final | 132 | 115 | 0.0197 |
| after global routing | 140 | 114 | 0.0469 |
| after CTS | 136 | 114 | 0.0288 |
per-layer routing:
layer | routed length (um) | part of all wire | up-vias
li1 | - | - | 5806
met1 | 15100 | 0.50 | 5310
met2 | 13400 | 0.44 | 103
met3 | 1280 | 0.042 | 20
met4 | 407 | 0.013 | 0
met5 | 0 | 0 | -
logic make-up (layout without fill, tap and decap cells):
| logic type | after synthesis | count (layout) |
|---|---|---|
| buffers and inverters | 458 | 470 |
| other | 2 | 4 |
| DFF | 63 | 63 |
| xor gates and xnor gates | 209 | 209 |
| muxes | 8 | 8 |
| and+or+nand+nor | 313 | 313 |
| AOI/OAI and AO/OA | 192 | 192 |
| adders and majority gates | 546 | 546 |
synth_stat cells (all sizes together), types with 4 or more instances:
library cell	count	area (um^2)
a21boi	7	52.6
nor2	65	244
nor4	16	100
o41ai	6	60.1
xor2	66	578
buf	31	204
xnor2	139	1220
and4	6	52.6
a21o	27	203
edfxtp	32	961
clkbuf	9	33.8
and2	6	37.5
nor3	22	121
fa	162	3240
nand3	50	250
or2	6	37.5
nor2b	16	100
a21oi	60	300
xnor3	4	90.1
nand2	70	263
o21bai	4	30.0
ha	384	4800
nand4	15	93.8
and3	14	87.6
a31oi	6	37.5
mux2	5	56.3
dfxtp	31	621
or3	8	50.1
o21a	9	67.6
inv	417	1570
nand2b	11	68.8
o21ai	33	165
how the worst max path moves through the flow:
stage	endpoint	slack [ns]	depth (start not counted)
6_report	VGA_B[2]	6.16	40
5_1_grt	VGA_G[0]	5.21	38
4_1_cts	VGA_B[2]	6.09	38
worst register-to-register path, stage by stage, from the launching register on:
cell and delay (ns):
edfxtp_1 0.57, ha_1 0.71, nand3_1 0.28, or3_1 0.51
nor2b_1 0.24, nand2_1 0.09, nor2_1 0.20, and3_1 0.26
nand3_1 0.11, xnor2_1 0.14
registers in the layout, summed over array words and instances (netlist names):
signal,flops
v_count,31
h_count,31
G,1
per-stage QoR:
| step | cells | power [uW] |
|---|---|---|
| after CTS | 2330 | 250 |
| after global routing | 2330 | 254 |
| after floorplan | 1793 | 117 |
| final | 2330 | 247 |
| after detailed placement | 2314 | 117 |
| after global placement | 2314 | 117 |
Power is estimated from default activity; no workload was simulated.
